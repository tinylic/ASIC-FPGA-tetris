==> flow/config.mk <==
export PLATFORM = sky130hd
export DESIGN_NAME = display_moving_square
export DESIGN_NICKNAME = display_moving_square
export VERILOG_FILES = /design/flow/design.v
export SDC_FILE = /design/flow/constraint.sdc
export NUM_CORES = 4
export LEC_CHECK = 1
export CORE_UTILIZATION = 30
==> flow/constraint.sdc <==
current_design display_moving_square

set clk_period 2.6
set clk_io_pct 0.2

create_clock -name clk0 -period $clk_period [get_ports {clk}]

set non_clock_inputs [all_inputs -no_clocks]
set_input_delay [expr $clk_period * $clk_io_pct] -clock clk0 $non_clock_inputs
set_output_delay [expr $clk_period * $clk_io_pct] -clock clk0 [all_outputs]
==> flow/design.v <==
`timescale 1ns / 1ps
module display_moving_square
 (clk, rst_n, col_addr_sig, row_addr_sig, h, v, enable_moving, enable_blue_moving 
 );
 input clk;
 input rst_n;
 input[10:0] col_addr_sig;
 input[10:0] row_addr_sig;
 input[10:0] h;
 input[10:0] v;
 input[15:0] enable_moving;
 output enable_blue_moving;
 reg[15:0] enable_blue_moving_h;
 always @ ( posedge clk or negedge rst_n )
   begin
     if( !rst_n )
        enable_blue_moving_h[0] <= 1'b0;
     else if( enable_moving[0] == 1'b1 )
        begin
          if( col_addr_sig == h - 11'd2 )
             enable_blue_moving_h[0] <= 1'b1;
          else if( col_addr_sig == h + 11'd17 )
             enable_blue_moving_h[0] <= 1'b0;
          else 
             enable_blue_moving_h[0] <= enable_blue_moving_h[0]; 
        end
     else
        enable_blue_moving_h[0] <= 1'b0;
   end
 always @ ( posedge clk or negedge rst_n )
   begin
     if( !rst_n )
        enable_blue_moving_h[1] <= 1'b0;
     else if( enable_moving[1] == 1'b1 )
        begin
          if( col_addr_sig == h + 11'd18 )
             enable_blue_moving_h[1] <= 1'b1;
          else if( col_addr_sig == h + 11'd37 )
             enable_blue_moving_h[1] <= 1'b0;
          else 
             enable_blue_moving_h[1] <= enable_blue_moving_h[1]; 
        end
     else
        enable_blue_moving_h[1] <=1'b0;
   end
 always @ ( posedge clk or negedge rst_n )
   begin
     if( !rst_n )
        enable_blue_moving_h[2] <= 1'b0;
     else if( enable_moving[2] == 1'b1 )
        begin
          if( col_addr_sig == h + 11'd38 )
             enable_blue_moving_h[2] <= 1'b1;
          else if( col_addr_sig == h + 11'd57 )
             enable_blue_moving_h[2] <= 1'b0;
          else 
             enable_blue_moving_h[2] <= enable_blue_moving_h[2]; 
        end
     else
        enable_blue_moving_h[2] <=1'b0;
   end
 always @ ( posedge clk or negedge rst_n )
   begin
     if( !rst_n )
        enable_blue_moving_h[3] <= 1'b0;
     else if( enable_moving[3] == 1'b1 )
        begin
          if( col_addr_sig == h + 11'd58 )
             enable_blue_moving_h[3] <= 1'b1;
          else if( col_addr_sig == h + 11'd77 )
             enable_blue_moving_h[3] <= 1'b0;
          else 
             enable_blue_moving_h[3] <= enable_blue_moving_h[3]; 
        end
     else
        enable_blue_moving_h[3] <= 1'b0;
   end                   
 always @ ( posedge clk or negedge rst_n )
   begin
     if( !rst_n )
        enable_blue_moving_h[4] <= 1'b0;
     else if( enable_moving[4] == 1'b1 )
        begin
          if( col_addr_sig == h - 11'd2 )
             enable_blue_moving_h[4] <= 1'b1;
          else if( col_addr_sig == h + 11'd17 )
             enable_blue_moving_h[4] <= 1'b0;
          else 
             enable_blue_moving_h[4] <= enable_blue_moving_h[4]; 
        end
     else
        enable_blue_moving_h[4] <= 1'b0;
   end 
 always @ ( posedge clk or negedge rst_n )
   begin
     if( !rst_n )
        enable_blue_moving_h[5] <= 1'b0;
     else if( enable_moving[5] == 1'b1 )
        begin
          if( col_addr_sig == h + 11'd18 )
             enable_blue_moving_h[5] <= 1'b1;
          else if( col_addr_sig == h + 11'd37 )
             enable_blue_moving_h[5] <= 1'b0;
          else 
             enable_blue_moving_h[5] <= enable_blue_moving_h[5]; 
        end
     else
        enable_blue_moving_h[5] <=1'b0;
   end 
 always @ ( posedge clk or negedge rst_n )
   begin
     if( !rst_n )
        enable_blue_moving_h[6] <= 1'b0;
     else if( enable_moving[6] == 1'b1 )
        begin
          if( col_addr_sig == h + 11'd38 )
             enable_blue_moving_h[6] <= 1'b1;
          else if( col_addr_sig == h + 11'd57 )
             enable_blue_moving_h[6] <= 1'b0;
          else 
             enable_blue_moving_h[6] <= enable_blue_moving_h[6]; 
        end
     else
        enable_blue_moving_h[6] <= 1'b0;
   end 
 always @ ( posedge clk or negedge rst_n )
   begin
     if( !rst_n )
        enable_blue_moving_h[7] <= 1'b0;
     else if( enable_moving[7] == 1'b1 )
        begin
          if( col_addr_sig == h + 11'd58 )
             enable_blue_moving_h[7] <= 1'b1;
          else if( col_addr_sig == h + 11'd77 )
             enable_blue_moving_h[7] <= 1'b0;
          else 
             enable_blue_moving_h[7] <= enable_blue_moving_h[7]; 
        end
     else
        enable_blue_moving_h[7] <=1'b0;
   end 
 always @ ( posedge clk or negedge rst_n )
   begin
     if( !rst_n )
        enable_blue_moving_h[8] <= 1'b0;
     else if( enable_moving[8] == 1'b1 )
        begin
          if( col_addr_sig == h - 11'd2 )
             enable_blue_moving_h[8] <= 1'b1;
          else if( col_addr_sig == h + 11'd17 )
             enable_blue_moving_h[8] <= 1'b0;
          else 
             enable_blue_moving_h[8] <= enable_blue_moving_h[8]; 
        end
     else
        enable_blue_moving_h[8] <= 1'b0;
   end
 always @ ( posedge clk or negedge rst_n )
   begin
     if( !rst_n )
        enable_blue_moving_h[9] <= 1'b0;
     else if( enable_moving[9] == 1'b1 )
        begin
          if( col_addr_sig == h + 11'd18 )
             enable_blue_moving_h[9] <= 1'b1;
          else if( col_addr_sig == h + 11'd37 )
             enable_blue_moving_h[9] <= 1'b0;
          else 
             enable_blue_moving_h[9] <= enable_blue_moving_h[9]; 
        end
     else
        enable_blue_moving_h[9] <= 1'b0;
   end 
 always @ ( posedge clk or negedge rst_n )
   begin
     if( !rst_n )
        enable_blue_moving_h[10] <= 1'b0;
     else if( enable_moving[10] == 1'b1 )
        begin
          if( col_addr_sig == h + 11'd38 )
             enable_blue_moving_h[10] <= 1'b1;
          else if( col_addr_sig == h + 11'd57 )
             enable_blue_moving_h[10] <= 1'b0;
          else 
             enable_blue_moving_h[10] <= enable_blue_moving_h[10]; 
        end
     else
        enable_blue_moving_h[10] <=1'b0;
   end                            
 always @ ( posedge clk or negedge rst_n )
   begin
     if( !rst_n )
        enable_blue_moving_h[11] <= 1'b0;
     else if( enable_moving[11] == 1'b1 )
        begin
          if( col_addr_sig == h + 11'd58 )
             enable_blue_moving_h[11] <= 1'b1;
          else if( col_addr_sig == h + 11'd77 )
             enable_blue_moving_h[11] <= 1'b0;
          else 
             enable_blue_moving_h[11] <= enable_blue_moving_h[11]; 
        end
     else
        enable_blue_moving_h[11] <=1'b0;
   end 
 always @ ( posedge clk or negedge rst_n )
   begin
     if( !rst_n )
        enable_blue_moving_h[12] <= 1'b0;
     else if( enable_moving[12] == 1'b1 )
        begin
          if( col_addr_sig == h - 11'd2 )
             enable_blue_moving_h[12] <= 1'b1;
          else if( col_addr_sig == h + 11'd17 )
             enable_blue_moving_h[12] <= 1'b0;
          else 
             enable_blue_moving_h[12] <= enable_blue_moving_h[12]; 
        end
     else
        enable_blue_moving_h[12] <=1'b0;
   end 
 always @ ( posedge clk or negedge rst_n )
   begin
     if( !rst_n )
        enable_blue_moving_h[13] <= 1'b0;
     else if( enable_moving[13] == 1'b1 )
        begin
          if( col_addr_sig == h + 11'd18 )
             enable_blue_moving_h[13] <= 1'b1;
          else if( col_addr_sig == h + 11'd37 )
             enable_blue_moving_h[13] <= 1'b0;
          else 
             enable_blue_moving_h[13] <= enable_blue_moving_h[13]; 
        end
     else
        enable_blue_moving_h[13] <= 1'b0;
   end 
 always @ ( posedge clk or negedge rst_n )
   begin
     if( !rst_n )
        enable_blue_moving_h[14] <= 1'b0;
     else if( enable_moving[14] == 1'b1 )
        begin
          if( col_addr_sig == h + 11'd38 )
             enable_blue_moving_h[14] <= 1'b1;
          else if( col_addr_sig == h + 11'd57 )
             enable_blue_moving_h[14] <= 1'b0;
          else 
             enable_blue_moving_h[14] <= enable_blue_moving_h[14]; 
        end
     else
        enable_blue_moving_h[14] <=1'b0;
   end 
 always @ ( posedge clk or negedge rst_n )
   begin
     if( !rst_n )
        enable_blue_moving_h[15] <= 1'b0;
     else if( enable_moving[15] == 1'b1 )
        begin
          if( col_addr_sig == h + 11'd58 )
             enable_blue_moving_h[15] <= 1'b1;
          else if( col_addr_sig == h + 11'd77 )
             enable_blue_moving_h[15] <= 1'b0;
          else 
             enable_blue_moving_h[15] <= enable_blue_moving_h[15]; 
        end
     else
        enable_blue_moving_h[15] <=1'b0;
   end 
 reg[15:0] enable_blue_moving_v;
 always @ ( posedge clk or negedge rst_n )
   begin
     if( !rst_n )
        enable_blue_moving_v[0] <= 1'b0;
     else if( enable_moving[0] == 1'b1 )
        begin
          if( row_addr_sig == v )
             enable_blue_moving_v[0] <= 1'b1;
          else if( row_addr_sig == v + 11'd19 )
             enable_blue_moving_v[0] <= 1'b0; 
          else 
             enable_blue_moving_v[0] <= enable_blue_moving_v[0];
        end
     else 
        enable_blue_moving_v[0] <=1'b0;
   end 
 always @ ( posedge clk or negedge rst_n )
   begin
     if( !rst_n )
        enable_blue_moving_v[4] <= 1'b0;
     else if( enable_moving[4] == 1'b1 )
        begin
          if( row_addr_sig == v + 11'd20 )
             enable_blue_moving_v[4] <= 1'b1;
          else if( row_addr_sig == v + 11'd39 )
             enable_blue_moving_v[4] <= 1'b0; 
          else 
             enable_blue_moving_v[4] <= enable_blue_moving_v[4];
        end
     else 
        enable_blue_moving_v[4] <=1'b0;
   end                             
 always @ ( posedge clk or negedge rst_n )
   begin
     if( !rst_n )
        enable_blue_moving_v[8] <= 1'b0;
     else if( enable_moving[8] == 1'b1 )
        begin
          if( row_addr_sig == v + 11'd40 )
             enable_blue_moving_v[8] <= 1'b1;
          else if( row_addr_sig == v + 11'd59 )
             enable_blue_moving_v[8] <= 1'b0; 
          else 
             enable_blue_moving_v[8] <= enable_blue_moving_v[8];
        end
     else 
        enable_blue_moving_v[8] <=1'b0;
   end  
 always @ ( posedge clk or negedge rst_n )
   begin
     if( !rst_n )
        enable_blue_moving_v[12] <= 1'b0;
     else if( enable_moving[12] == 1'b1 )
        begin
          if( row_addr_sig == v + 11'd60 )
             enable_blue_moving_v[12] <= 1'b1;
          else if( row_addr_sig == v + 11'd79 )
             enable_blue_moving_v[12] <= 1'b0; 
          else 
             enable_blue_moving_v[12] <= enable_blue_moving_v[12];
        end
     else 
        enable_blue_moving_v[12] <= 1'b0;
   end
 always @ ( posedge clk or negedge rst_n )
   begin
     if( !rst_n )
        enable_blue_moving_v[1] <= 1'b0;
     else if( enable_moving[1] == 1'b1 )
        begin
          if( row_addr_sig == v )
             enable_blue_moving_v[1] <= 1'b1;
          else if( row_addr_sig == v + 11'd19 )
             enable_blue_moving_v[1] <= 1'b0; 
          else 
             enable_blue_moving_v[1] <= enable_blue_moving_v[1];
        end
     else 
        enable_blue_moving_v[1] <=1'b0;
   end 
 always @ ( posedge clk or negedge rst_n )
   begin
     if( !rst_n )
        enable_blue_moving_v[5] <= 1'b0;
     else if( enable_moving[5] == 1'b1 )
        begin
          if( row_addr_sig == v + 11'd20 )
             enable_blue_moving_v[5] <= 1'b1;
          else if( row_addr_sig == v + 11'd39 )
             enable_blue_moving_v[5] <= 1'b0; 
          else 
             enable_blue_moving_v[5] <= enable_blue_moving_v[5];
        end
     else 
        enable_blue_moving_v[5] <=1'b0;
   end 
 always @ ( posedge clk or negedge rst_n )
   begin
     if( !rst_n )
        enable_blue_moving_v[9] <= 1'b0;
     else if( enable_moving[9] == 1'b1 )
        begin
          if( row_addr_sig == v + 11'd40 )
             enable_blue_moving_v[9] <= 1'b1;
          else if( row_addr_sig == v + 11'd59 )
             enable_blue_moving_v[9] <= 1'b0; 
          else 
             enable_blue_moving_v[9] <= enable_blue_moving_v[9];
        end
     else 
        enable_blue_moving_v[9] <=1'b0;
   end 
 always @ ( posedge clk or negedge rst_n )
   begin
     if( !rst_n )
        enable_blue_moving_v[13] <= 1'b0;
     else if( enable_moving[13] == 1'b1 )
        begin
          if( row_addr_sig == v + 11'd60 )
             enable_blue_moving_v[13] <= 1'b1;
          else if( row_addr_sig == v + 11'd79 )
             enable_blue_moving_v[13] <= 1'b0; 
          else 
             enable_blue_moving_v[13] <= enable_blue_moving_v[13];
        end
     else 
        enable_blue_moving_v[13] <=1'b0;
   end 
 always @ ( posedge clk or negedge rst_n )
   begin
     if( !rst_n )
        enable_blue_moving_v[2] <= 1'b0;
     else if( enable_moving[2] == 1'b1 )
        begin
          if( row_addr_sig == v )
             enable_blue_moving_v[2] <= 1'b1;
          else if( row_addr_sig == v + 11'd19 )
             enable_blue_moving_v[2] <= 1'b0; 
          else 
             enable_blue_moving_v[2] <= enable_blue_moving_v[2];
        end
     else 
        enable_blue_moving_v[2] <=1'b0;
   end 
 always @ ( posedge clk or negedge rst_n )
   begin
     if( !rst_n )
        enable_blue_moving_v[6] <= 1'b0;
     else if( enable_moving[6] == 1'b1 )
        begin
          if( row_addr_sig == v + 11'd20 )
             enable_blue_moving_v[6] <= 1'b1;
          else if( row_addr_sig == v + 11'd39 )
             enable_blue_moving_v[6] <= 1'b0; 
          else 
             enable_blue_moving_v[6] <= enable_blue_moving_v[6];
        end
     else 
        enable_blue_moving_v[6] <=1'b0;
   end 
 always @ ( posedge clk or negedge rst_n )
   begin
     if( !rst_n )
        enable_blue_moving_v[10] <= 1'b0;
     else if( enable_moving[10] == 1'b1 )
        begin
          if( row_addr_sig == v + 11'd40 )
             enable_blue_moving_v[10] <= 1'b1;
          else if( row_addr_sig == v + 11'd59 )
             enable_blue_moving_v[10] <= 1'b0; 
          else 
             enable_blue_moving_v[10] <= enable_blue_moving_v[10];
        end
     else 
        enable_blue_moving_v[10] <=1'b0;
   end  
 always @ ( posedge clk or negedge rst_n )
   begin
     if( !rst_n )
        enable_blue_moving_v[14] <= 1'b0;
     else if( enable_moving[14] == 1'b1 )
        begin
          if( row_addr_sig == v + 11'd60 )
             enable_blue_moving_v[14] <= 1'b1;
          else if( row_addr_sig == v + 11'd79 )
             enable_blue_moving_v[14] <= 1'b0; 
          else 
             enable_blue_moving_v[14] <= enable_blue_moving_v[14];
        end
     else 
        enable_blue_moving_v[14] <=1'b0;
   end 
 always @ ( posedge clk or negedge rst_n )
   begin
     if( !rst_n )
        enable_blue_moving_v[3] <= 1'b0;
     else if( enable_moving[3] == 1'b1 )
        begin
          if( row_addr_sig == v )
             enable_blue_moving_v[3] <= 1'b1;
          else if( row_addr_sig == v + 11'd19 )
             enable_blue_moving_v[3] <= 1'b0; 
          else 
             enable_blue_moving_v[3] <= enable_blue_moving_v[3];
        end
     else 
        enable_blue_moving_v[3] <=1'b0;
   end  
 always @ ( posedge clk or negedge rst_n )
   begin
     if( !rst_n )
        enable_blue_moving_v[7] <= 1'b0;
     else if( enable_moving[7] == 1'b1 )
        begin
          if( row_addr_sig == v + 11'd20 )
             enable_blue_moving_v[7] <= 1'b1;
          else if( row_addr_sig == v + 11'd39 )
             enable_blue_moving_v[7] <= 1'b0; 
          else 
             enable_blue_moving_v[7] <= enable_blue_moving_v[7];
        end
     else 
        enable_blue_moving_v[7] <= 1'b0;
   end 
 always @ ( posedge clk or negedge rst_n )
   begin
     if( !rst_n )
        enable_blue_moving_v[11] <= 1'b0;
     else if( enable_moving[11] == 1'b1 )
        begin
          if( row_addr_sig == v + 11'd40 )
             enable_blue_moving_v[11] <= 1'b1;
          else if( row_addr_sig == v + 11'd59 )
             enable_blue_moving_v[11] <= 1'b0; 
          else 
             enable_blue_moving_v[11] <= enable_blue_moving_v[11];
        end
     else 
        enable_blue_moving_v[11] <=1'b0;
   end 
 always @ ( posedge clk or negedge rst_n )
   begin
     if( !rst_n )
        enable_blue_moving_v[15] <= 1'b0;
     else if( enable_moving[15] == 1'b1 )
        begin
          if( row_addr_sig == v + 11'd60 )
             enable_blue_moving_v[15] <= 1'b1;
          else if( row_addr_sig == v + 11'd79 )
             enable_blue_moving_v[15] <= 1'b0; 
          else 
             enable_blue_moving_v[15] <= enable_blue_moving_v[15];
        end
     else 
        enable_blue_moving_v[15] <=1'b0;
   end 
wire[15:0] enable_blue_moving_r;
assign  enable_blue_moving_r[0] = enable_blue_moving_h[0]&enable_blue_moving_v[0];
assign  enable_blue_moving_r[1] = enable_blue_moving_h[1]&enable_blue_moving_v[1];
assign  enable_blue_moving_r[2] = enable_blue_moving_h[2]&enable_blue_moving_v[2];
assign  enable_blue_moving_r[3] = enable_blue_moving_h[3]&enable_blue_moving_v[3];
assign  enable_blue_moving_r[4] = enable_blue_moving_h[4]&enable_blue_moving_v[4];
assign  enable_blue_moving_r[5] = enable_blue_moving_h[5]&enable_blue_moving_v[5];
assign  enable_blue_moving_r[6] = enable_blue_moving_h[6]&enable_blue_moving_v[6];
assign  enable_blue_moving_r[7] = enable_blue_moving_h[7]&enable_blue_moving_v[7];
assign  enable_blue_moving_r[8] = enable_blue_moving_h[8]&enable_blue_moving_v[8];
assign  enable_blue_moving_r[9] = enable_blue_moving_h[9]&enable_blue_moving_v[9];
assign  enable_blue_moving_r[10] = enable_blue_moving_h[10]&enable_blue_moving_v[10];
assign  enable_blue_moving_r[11] = enable_blue_moving_h[11]&enable_blue_moving_v[11];
assign  enable_blue_moving_r[12] = enable_blue_moving_h[12]&enable_blue_moving_v[12];
assign  enable_blue_moving_r[13] = enable_blue_moving_h[13]&enable_blue_moving_v[13];
assign  enable_blue_moving_r[14] = enable_blue_moving_h[14]&enable_blue_moving_v[14];
assign  enable_blue_moving_r[15] = enable_blue_moving_h[15]&enable_blue_moving_v[15];
 assign enable_blue_moving =|enable_blue_moving_r;
 endmodule
==> flow/run.sh <==
#!/bin/bash
# OpenROAD 26Q1-2900-gdf79404cd8, Yosys 0.63+post, stock flow scripts
make -C /OpenROAD-flow-scripts/flow DESIGN_CONFIG=/design/flow/config.mk WORK_HOME=/design/flow/orfs finish
==> impl_summary.log <==
[flow] final metrics
[metrics] die extent in y: ~130 um
[metrics] layout-stage area growth over the synthesis result: 48.96%
[metrics] CP max FO: 10
[metrics] number of enable flip-flop cells: 0
[metrics] worst flop-to-flop path endpoint: enable_blue_moving_v[6]
[metrics] detailed-routing iteration count for the pre-antenna-repair pass: 5
[metrics] Static Leakage: 2.963 nW
[metrics] syn avg cell area: 7.725 um^2
[metrics] end of the worst hold path: enable_blue_moving_h[8]
[metrics] half-perimeter wire length after placement: 14,070 um
[metrics] Clock Tree Root: clkbuf_16
[metrics] RSZ-0062 raised after global routing: true
[metrics] number of clock buffers inserted by TritonCTS: 5
[metrics] antenna diode count: 0
[metrics] fin crit period: 2.540 ns
[metrics] power density relative to cell area: around 320 nW/um^2
[metrics] Placed Cells incl. Taps: 1,007
[metrics] TritonCTS sink count: 32
[metrics] synthesized netlist cell count: 621
[metrics] Detail Route Antenna Nets: 0
[metrics] max-cap check violation count: 0
[metrics] relative max-transition margin: 57.59%
[metrics] Synth area leader: dfrtp_1
[metrics] amount of wire on met3 after detailed routing: 1034 um
[metrics] count of boundary I/O pins: 63
[metrics] highest routing layer actually used: met4
[metrics] proportion of register bits with asynchronous set or reset after synthesis: 100.0%
[metrics] count of routing violations after the opening detailed-route iteration: 412
[metrics] core area: 15,430 um^2
[metrics] post-route setup slack: about 0.06 ns
[metrics] GP Congestion: slightly below 1
[metrics] slack of the worst reg-to-reg path: around 1.8 ns
[metrics] Layout Skew: 0 ns
[metrics] OpenROAD warnings: 39
[metrics] hold path depth: 2
[metrics] actual slew at the worst max-slew pin: about 0.63 ns
[metrics] worst ir drop on vdd: 0.2664 mV
[metrics] sum of routed wire segments on met1: 8310 um
[metrics] count of unique library cells instantiated by Yosys: 77
[metrics] via count of the first global-routing pass: 5,144
[metrics] Final Max Tran Viols: 0
[metrics] Post-synth area hogs: dfrtp_1, xnor2_1, nand2_1, xor2_1, ha_1
[metrics] Final Hold Viols: 0
[metrics] count of endpoints failing setup in the final report: 0
[metrics] clock tree from TritonCTS: yes
[metrics] row count: between 40 and 50
[metrics] Register-to-Register Path Depth: 2
[metrics] class of the tightest hold or removal check: reg2reg
[metrics] maximum clock insertion buffer count: 2
[metrics] port bufs: approximately 62
[metrics] Routed wire per std cell: 16.93 um
[metrics] critical path class: in2reg
[metrics] arrival time reported for the critical path endpoint: 2.73 ns
[metrics] DRT Wirelength: about 17,000 um
[metrics] Data required, critical path: 2.79 ns
[metrics] chip footprint: 16,500 um^2
[metrics] warning count from the yosys run: 1
[metrics] pin count of the biggest net entering global routing: 33
[metrics] critical path startpoint category: input port
[metrics] detailed-route DRC error count: 0
[metrics] proportion of layout cells with a drive suffix above 1: 28.27%
[metrics] Congestion Overflow GR: 0
[metrics] Clk pin slew, worst setup/hold paths: 0.05 ns
[metrics] flop and latch count out of synthesis: 32
[metrics] post-layout instance count excluding filler cells: 1,021
[metrics] portion of the post-synthesis area used by sequential elements: 16.69%
[metrics] predominant post-synthesis flop cell: dfrtp_1
[metrics] total routing usage reported by global routing: between 20 and 25%
[metrics] FF-to-FF Start: enable_blue_moving_v[6]
[metrics] floorplan utilization: 31.09%
[metrics] mapped cell area: 4797 um^2
[metrics] tally of filler cells in the layout: 1,468
[metrics] final worst-path cycle share: 97.68%
[metrics] first-pass GRT wire length: 27,580 um
[metrics] Max Freq: 0.3937 GHz
[metrics] final core occ: 46.32%
[metrics] Worst Setup End Kind: register
[metrics] status: completed
[metrics] vias per std cell: 5.370
[metrics] Worst Hold Launch: enable_blue_moving_h[8]
[metrics] chip area estimate from yosys synthesis: 4797 um^2
[metrics] DP Worst Slack: -0.5231 ns
[metrics] total power: 0.002273 W
[metrics] setup TNS after final layout: 0 ns
[metrics] Dominant cell area share: between 10% and 20%
[metrics] met2 layer wire length in the routed design: 7744 um
[metrics] total via count in the routed design: between 5,000 and 6,000
[metrics] total cells reported by yosys after synthesis: 621
[metrics] antenna violations before repair: 0
[metrics] Die Span X: 128.5 um
[metrics] latest clock arrival within the worst-skew pair: approximately 0.27 ns
[metrics] total number of H-tree levels: 2
## cells in the mapped netlist, types with 19 or more instances
library cell and number:
dfrtp_1 32, nand2_1 74, nand3_1 20, nand4_1 21
nor3_1 21, buf_2 19, xor2_1 27, clkbuf_1 19
o21ai_0 37, nor2_1 28, xnor2_1 61, a21oi_1 23
## report_power, final
part	internal (W)	switching [W]
Sequential	0.000500	0.000000905
Clock	0.000449	0.000195
Combinational	0.000545	0.000583
Total	0.00149	0.000779
## cells by family (layout without fill, tap and decap cells)
logic type	count (synthesis)	in the layout	share of synthesized area, %
simple gates	230	230	25.67
compound gates	176	176	26.73
xor+xnor	97	97	19.38
buf+inv	61	250	5.347
flops	32	32	16.69
fa+ha+maj	18	18	4.695
mux	7	7	1.487
## stage by stage
stage                     cell area (um^2)  hold WS (ns)
after floorplan                       4816        0.2244
after global placement                6699        0.5090
after detailed placement              6699        0.5140
after CTS                             6934        0.5213
after global routing                  7146        0.5416
final                                 7146        0.5174
## metal layers
metal	GRT usage, %	vias to the layer above
met5	0	-
met2	33.48	182
met1	32.84	2620
li1	-	2667
met4	2.907	0
met3	2.499	14
## sequential cells by signal, indices dropped and copies added (netlist names)
name	cells
enable_blue_moving_h	16
enable_blue_moving_v	16
## repair_timing
| action | in CTS | in global routing |
|---|---|---|
| hold buffers | 0 | 0 |
| gates resized | 13 | 41 |
| pin swaps | 6 | 17 |
| buffers inserted | 3 | 3 |
| endpoints found under the setup margin | 20 | 32 |
## worst max-delay path, cell delays in order
cell and delay, ns:
clkdlybuf4s50_1 0.49, buf_4 0.17, buf_6 0.17, nor2_1 0.09
o21a_1 0.21, a211o_1 0.27, a21o_1 0.17, a211oi_2 0.30
buf_4 0.20, o2bb2ai_1 0.12
## worst max-delay path by stage
| stage | start | end | slack, ns | depth (start not counted) |
|---|---|---|---|---|
| finish | h[2] | enable_blue_moving_h[6] | 0.06 | 10 |
| global route | v[3] | enable_blue_moving_v[10] | -0.03 | 10 |
| CTS | h[1] | enable_blue_moving_h[13] | 0.003 | 10 |
## layout make-up
class	instances	area (um^2)	share of cell area (%)
Multi-Input combinational cell	528	3945	55.21
Timing Repair Buffer	225	1904	26.65
Sequential cell	32	800.8	11.21
Tap cell	211	264.0	3.695
Clock buffer	5	125.1	1.751
Inverter	17	63.81	0.8930
Clock inverter	3	42.54	0.5953
## layout by cell type (no fill, tap or decap), types with 5 or more instances in the layout
| master | Yosys | routed |
|---|---|---|
| nor2_1 | 28 | 27 |
| nand3_1 | 20 | 20 |
| xor2_2 | 3 | 5 |
| o2bb2ai_1 | 18 | 18 |
| o211a_1 | 6 | 6 |
| clkbuf_16 | 0 | 5 |
| a31oi_1 | 9 | 9 |
| ha_1 | 18 | 13 |
| clkdlybuf4s50_1 | 0 | 54 |
| inv_1 | 16 | 14 |
| or3_1 | 8 | 8 |
| mux2i_1 | 6 | 6 |
| xor2_1 | 27 | 24 |
| buf_4 | 1 | 155 |
| nor2b_1 | 6 | 6 |
| o21ai_0 | 37 | 36 |
| a21boi_1 | 4 | 5 |
| o211ai_1 | 10 | 10 |
| nand4_1 | 21 | 21 |
| buf_6 | 0 | 6 |
| dfrtp_1 | 32 | 32 |
| nor3_1 | 21 | 17 |
| a21oi_1 | 23 | 21 |
| xnor2_1 | 61 | 59 |
| dlymetal6s2s_1 | 0 | 6 |
| a22o_1 | 6 | 6 |
| nand2b_1 | 9 | 9 |
| nand2_1 | 74 | 74 |
| nor3_2 | 2 | 6 |
| xnor2_2 | 4 | 5 |
Power figures rest on the tool's default switching activity, not on a simulated workload.
